### ./constraint.sdc
current_design umips_register_file

set clk_period 6.0
set clk_io_pct 0.2

create_clock -name clk0 -period $clk_period [get_ports {clk}]

set non_clock_inputs [all_inputs -no_clocks]
set_input_delay [expr $clk_period * $clk_io_pct] -clock clk0 $non_clock_inputs
set_output_delay [expr $clk_period * $clk_io_pct] -clock clk0 [all_outputs]
### ./config.mk
export PLATFORM = sky130hd
export DESIGN_NAME = umips_register_file
export DESIGN_NICKNAME = umips_register_file
export VERILOG_FILES = /design/flow/design.v
export SDC_FILE = /design/flow/constraint.sdc
export NUM_CORES = 4
export LEC_CHECK = 1
export CORE_UTILIZATION = 30
### ./design.v
module umips_register_file (
	input wire          clk,
	input wire          rst,
	input wire          we,
	input wire  [4:0]   a0,
	input wire  [4:0]   a1,
	input wire  [4:0]   a2,
	input wire  [31:0]  wd,
	output wire [31:0]  rd0,
	output wire [31:0]  rd1,
    output wire [31:0]  lo
);
	reg [31:0] regs[31:0];
    integer i;	
	initial begin			
		for(i=0; i<32; i=i+1)
			regs[i] <=0;
        regs[29] <= 32'h00003FF4;  
	end
	always @(posedge clk)
		if (we) begin
			regs[a2] <= wd;
        end
	assign rd0 = (a0 == 4'b0) ? 0: regs[a0];
	assign rd1 = (a1 == 4'b0) ? 0: regs[a1];
    assign lo = regs[5'b01000];
endmodule
### ./run.sh
#!/bin/bash
# OpenROAD 26Q1-2900-gdf79404cd8, Yosys 0.63+post, stock flow scripts
make -C /OpenROAD-flow-scripts/flow DESIGN_CONFIG=/design/flow/config.mk WORK_HOME=/design/flow/orfs finish
==> impl_metrics.yaml <==
# physical design summary
yosys:
  top_area_share_pct: 65.47
  postSynthAreaPerCell_um2: 19.57
  yosysChipArea_mm2: 0.04697
  topCellsByArea: "edfxtp_1 65%, mux4_2 20%, mux2i_1 3.9%"
  synth-edff-count: 1024
  async_flop_share_pct: 0
  ys_warn_count: 1
  ys.flop_type: "edfxtp_1"
  synth_area_leader_cell: "edfxtp_1"
  yosys_cells: 2400
  synth_area_mm2: 0.04697
  ys_ff: 1024
  synth_cell_types: 42
  synthCells: 2400
  ys_seq_share_pct: 65.47
sta:
  maxSlewViolCount: 0
  clock.fmax_mhz: 175.8
  finalClockPeriodUsage_pct: 94.80
  worst_pin_slew_ns: 0.9921
  setup_violations: 0
  max_slew_margin_pct: 33.70
  setup_tns_ns: 0
  rsz0062_at_grt: "no"
  period_minus_slack_ns: 5.688
  hold_violations: 0
cells_and_area:
  instances_no_fill: 4805
  top_register: "regs"
  drive_gt1_share_pct: 30.83
  lay_top_cells: "1024 x edfxtp_1, 425 x mux4_2, 183 x mux2i_1"
  largest_reg_flops: 1024
  top_regs: "regs: 1024 flops"
  syn_to_final_growth_pct: 18.96
  lay_top_count: "edfxtp_1"
clock_network:
  cts_tree: "yes"
  post_cts_resized: 0
  htree_levels: 3
  ctsLongestPathBuffers: 3
  postCtsHoldBufs: 0
  cts_sinks: 1024
  clock-root-buffer: "clkbuf_16"
  post_cts_buffers: 0
  numCtsBuffers: 107
  clk_transition_reported_paths_ns: 0.06
worst_hold_path:
  hold_class: "in -> reg"
global_routing:
  grt_overflow: 0
  grt_start_max_net_pins: 66
  grt_usage_pct: 21.31
  grt_antenna_before_repair: 10
  grt_pass1_wl_um: 218800
  grt_pass1_vias: 29920
job:
  tool_warnings: 27
  maxCapViolations: 0
critical_path:
  slowest_delay_ns: 0.80
  crit_required_ns: 4.80
  crit_path_frequent_cell: "clkdlybuf4s50_1"
  worstSetupPathType: "in -> out"
  crit_buf_inv: 4
  arrival_ns: 4.49
  cp_cell_sequence: "clkdlybuf4s50_1 > and2_4 > buf_12 > buf_4 > a22o_1 > a2111oi_0 > nor3_1 > clkdlybuf4s50_1"
  path_max_fanout: 21
  crit_path_end_kind: "output pin"
  crit_path_start_kind: "input port"
  crit_family: "buffers and inverters"
  crit_path_top_delay_cell: "a2111oi_0"
floorplanning:
  core_util_floorplan_pct: 30.35
  io_pins: 146
  die_area_mm2: 0.1581
  fp.dieH_um: 397.7
  core_area_mm2: 0.1548
  num_rows: 144
  die_width_um: 397.7
place:
  dpl.hpwl_um: 100700
  gp_congestion: 0.9214
  io_buffers: 144
  dp.cells: 4600
status:
  status: "completed"
route:
  postRouteAntennaNets: 0
  wl_per_cell_um: 32.44
  wl_um: 155900
  drtIter0Drc: 1785
  viasPerCell: 5.615
  drc: 0
  dr.pass1.iters: 5
  num_vias: 26980
pwr:
  p_leak_nw: 17.84
  vdd.ir_drop.worst_v: 0.0002042
  p_per_area_mw_per_mm2: 290.8
layout make-up:
type | instances | area [um^2]
sequential | 1024 | 30750
multi-input combinational | 1150 | 15430
tap | 2044 | 2557
clock inverter | 78 | 769.5
inverter | 25 | 98.84
clock buffer | 123 | 2759
antenna | 4 | 10.01
timing repair buffer | 357 | 3501
fill | 14040 | 98900
layer usage:
metal	up-vias	global-route usage (%)	share of wire, %
met4	24	5.927	3.5
met2	2062	30.80	45
met5	-	2.088	0.33
li1	10990	-	-
met3	295	19.64	21
met1	13610	22.08	31
per-stage QoR:
step	power [mW]	instance area, um^2	utilization [%]	setup WS [ns]	hold slack [ns]
after floorplan	8.903	46970	-	2.032	1.299
after global placement	9.707	52330	33.81	0.5246	2.024
after detailed placement	9.711	52330	33.81	0.5341	2.024
after CTS	16.34	55860	36.09	0.5195	1.309
after global routing	16.72	55860	36.09	0.2065	1.350
final	16.25	55870	36.10	0.3122	1.336
cells in the mapped netlist, types with 11 or more instances:
cell	number
inv_1	25
mux4_2	425
a2111oi_0	26
a22o_1	62
a221oi_1	23
o22ai_1	55
nand2_1	65
clkbuf_1	99
buf_4	22
a211oi_1	47
o221ai_1	31
mux2i_1	183
buf_1	11
mux2_1	19
buf_6	11
a211o_1	23
and2_1	13
nor3_1	32
edfxtp_1	1024
nor2_1	35
buf_2	57
a21oi_1	46
logic make-up (layout without fill, tap and decap cells):
family | after synthesis | after routing | synth area share [%]
flip-flops | 1024 | 1024 | 65.47
multiplexers | 632 | 632 | 24.86
AND-OR/OR-AND | 331 | 331 | 5.421
buffers and inverters | 226 | 583 | 2.312
AND/OR/NAND/NOR | 187 | 187 | 1.939
other | 0 | 4 | 0
power breakdown:
group	internal (mW)	total (mW)	switching, mW
Clock	3.93	6.68	2.75
Combinational	0.682	1.57	0.890
Sequential	7.96	8.00	0.0371
final timing paths:
kind	startpoint	endpoint	slack (ns)	depth (start not counted)
worst max-delay path	a1[3]	rd1[21]	0.31	8
worst min-delay path	wd[19]	regs[6][19]$_DFFE_PP_	1.34	2
No activity file was given, so power comes from the tool's default toggle rates.
