## /design/flow/run.sh

```bash
#!/bin/bash
# OpenROAD 26Q1-2900-gdf79404cd8, Yosys 0.63+post, stock flow scripts
make -C /OpenROAD-flow-scripts/flow DESIGN_CONFIG=/design/flow/config.mk WORK_HOME=/design/flow/orfs finish
```

## /design/flow/config.mk

```make
export PLATFORM = sky130hd
export DESIGN_NAME = umips_execute
export DESIGN_NICKNAME = umips_execute
export VERILOG_FILES = /design/flow/design.v
export SDC_FILE = /design/flow/constraint.sdc
export NUM_CORES = 4
export LEC_CHECK = 1
export CORE_AREA = 10 10 223 223
export DIE_AREA = 0 0 233 233
```

## /design/flow/constraint.sdc

```tcl
current_design umips_execute

set clk_period 1.0
set clk_io_pct 0.2

create_clock -name clk0 -period $clk_period [get_ports {clk}]

set non_clock_inputs [all_inputs -no_clocks]
set_input_delay [expr $clk_period * $clk_io_pct] -clock clk0 $non_clock_inputs
set_output_delay [expr $clk_period * $clk_io_pct] -clock clk0 [all_outputs]
```

## /design/flow/design.v

```verilog
module umips_execute (
	input wire  clk, 
    input wire  rst,
    input wire  flush,
	input wire [31:0] imm_d, 
    output reg [31:0] imm_e,
	input wire [31:0] inst_d, 
    output reg [31:0] inst_e,
    input wire [4:0] rs_d,
    output reg [4:0] rs_e,
    input wire [4:0] rt_d,
    output reg [4:0] rt_e,
    input wire [4:0] rd_d,
    output reg [4:0] rd_e,
	input wire [31:0] reg_read_0_d,
    output reg [31:0] reg_read_0_e,
	input wire [31:0] reg_read_1_d,
    output reg [31:0] reg_read_1_e,
    input wire [1:0] reg_dest_d,
    output reg [1:0] reg_dest_e,
    input wire [1:0] alu_src_a_d,
    output reg [1:0] alu_src_a_e,
    input wire [1:0] alu_src_b_d,
    output reg [1:0] alu_src_b_e,
	input wire branch_d, 
	output reg branch_e, 
	input wire reg_write_d, 
	output reg reg_write_e, 
    input wire mem_write_d,
    output reg mem_write_e, 
    input wire mem_to_reg_d,
    output reg mem_to_reg_e, 
    input wire [3:0]alu_op_d,
    output reg [3:0]alu_op_e, 
    input wire [31:0] pc_plus_4_d,
    output reg [31:0] pc_plus_4_e,
    input wire  sign_sel_d,
    output reg  sign_sel_e,
    input wire  byte_sel_d,
    output reg  byte_sel_e,
    input wire  word_sel_d,
    output reg  word_sel_e
);
	always @(posedge clk, negedge rst)
		if (rst==0) begin
			rs_e            <= 0;
			rt_e            <= 0;
			rd_e            <= 0;
			inst_e          <= 0;
			imm_e           <= 0;
			reg_dest_e      <= 0;
			reg_write_e     <= 0;
			mem_write_e     <= 0;
			mem_to_reg_e    <= 0;
			alu_src_a_e     <= 0;
			alu_src_b_e     <= 0;
			alu_op_e        <= 0;			
            branch_e        <= 0;
			reg_read_0_e    <= 0;
			reg_read_1_e    <= 0;
            pc_plus_4_e     <= 0;
            sign_sel_e      <= 0;
            byte_sel_e      <= 0;
            word_sel_e      <= 0;
		end else if (flush==1) begin
			rs_e            <= 0;
			rt_e            <= 0;
			rd_e            <= 0;
			inst_e          <= 0;
			imm_e           <= 0;
			reg_dest_e      <= 0;
			reg_write_e     <= 0;
			mem_write_e     <= 0;
			mem_to_reg_e    <= 0;
			alu_src_a_e     <= 0;
			alu_src_b_e     <= 0;
			alu_op_e        <= 0;			
            branch_e        <= 0;
			reg_read_0_e    <= 0;
			reg_read_1_e    <= 0;
            pc_plus_4_e     <= 0;
            sign_sel_e      <= 0;
            byte_sel_e      <= 0;
            word_sel_e      <= 0;
		end else begin		
			rs_e            <= rs_d;
			rt_e            <= rt_d;
			rd_e            <= rd_d;
			imm_e           <= imm_d;	
			inst_e          <= inst_d;
			reg_dest_e      <= reg_dest_d;
			reg_write_e     <= reg_write_d;
			mem_write_e     <= mem_write_d;
			mem_to_reg_e    <= mem_to_reg_d;
			alu_src_a_e     <= alu_src_a_d;
			alu_src_b_e     <= alu_src_b_d;
			alu_op_e        <= alu_op_d;
            branch_e        <= branch_d;
			reg_read_0_e    <= reg_read_0_d;
			reg_read_1_e    <= reg_read_1_d;
            pc_plus_4_e     <= pc_plus_4_d;
            sign_sel_e      <= sign_sel_d;
            byte_sel_e      <= byte_sel_d;
            word_sel_e      <= word_sel_d;
		end
endmodule
```

==> impl_metrics.csv <==
group,metric,value,unit
min_path,worst_hold_path_type,"primary input to asynchronous set/reset pin",
clock_network,post-cts-setup-buffer-count,0,
routing,vias_per_cell,3.17,
place,hpwlAfterDp,19700,µm
floorplanning,chipArea,54300,µm²
setup_path,path_cells,"buf_2",
logic_synthesis,yosys_area,6110,µm²
routing,drt-pass1-iter-count,4,
clock_network,clockBufferDepth,2,
power_and_ir_drop,p_clk_share,40.4,%
timing,hold_violations,172,
setup_path,worstPathRequired,0.80,ns
finish,syn_to_final_growth,75.4,%
timing,min_period,1.30,ns
logic_synthesis,top_cell_area_share,78.6,%
place,place_ws,-0.244,ns
global_route,grt_pass1_vias,4971,
place,gp_congestion,0.843,
global_route,track_usage,8.78,%
run_status,status,"finished with violations",
timing,holdWs,-0.428,ns
floorplanning,fp_util,13.7,%
setup_path,cp-end-kind,"output pin",
finish,final_area,10700,µm²
routing,drt_wl_total,24400,µm
floorplanning,core-area,44500,µm²
logic_synthesis,synth_warnings,1,
clock_network,htreeDepth,4,
power_and_ir_drop,netSwitchingFraction,22.5,%
routing,vias,4564,
timing,max_clock_freq,0.767,GHz
job,warnings,28,
floorplanning,ioPinCount,387,
global_route,antenna_found_initial,13,
setup_path,cp_slowest_cell,"dfrtp_2",
power_and_ir_drop,p_int,0.0132,W
timing,drv_slew,0,
logic_synthesis,syn_inst,405,
timing,fin_crit_sh,130,%
logic_synthesis,synth_area_leader_cell,"dfrtp_1",
routing,routedWlPerCell,16.9,µm
global_route,grt_pass1_wl,34600,µm
clock_network,root_buffer,"clkbuf_16",
routing,initialDrtViolationCount,160,
logic_synthesis,area_leaders,"dfrtp_1, nor2b_1, buf_2",
setup_path,crit_family,"flip-flops",
timing,worst_pin_slew,0.815,ns
logic_synthesis,ys_seq_share,78.6,%
floorplanning,num_rows,77,
timing,setup_viol,204,
run_status,violations,"hold timing, setup timing",
logic_synthesis,avgSynthCellArea,15.1,µm²
power_and_ir_drop,seqPwrFrac,48.4,%
clock_network,clk_pin_slew,0.07,ns
clock_network,numCtsBuffers,17,
setup_path,critPathKind,"register to output pin",
global_route,grt_overflow_total,0,
power_and_ir_drop,leakagePower,5.13,nW
clock_network,cts_tree,"done",
routing,ant_nets,0,
global_route,grt_start_max_net_pins,58,
power_and_ir_drop,pwr_density_cell,1590,nW/µm²
timing,relSlewSlack,45.5,%
clock_network,tritoncts_num_sinks,192,
floorplanning,die_w,233,µm
floorplanning,die_y,233,µm
place,io_buffers,386,
setup_path,critPathArrivalTime,1.10,ns
clock_network,hold_buffers,1,
place,place_area,11100,µm²
setup_path,critPathMaxStageDelay,0.47,ns
power_and_ir_drop,p_switching,0.00384,W
setup_path,path_max_fanout,1,
logic_synthesis,ys.flops,192,
logic_synthesis,ys_types,4,
timing,rsz0062_at_grt,"yes",
logic_synthesis,synthesis.area,6110,µm²
power_and_ir_drop,pwr-share-comb,11.2,%
job,cap_violations,0,
power_and_ir_drop,ir_worst_vdd,0.992,mV
setup_path,crit_buf_inv,1,
timing,setup_ws,-0.304,ns
setup_path,startpoint_type,"register",
finish,drive_gt1_share,31.9,%
routing,drc,0,
logic_synthesis,ys_cells,405,
## power groups by stage
stage         registers (W)  clock network [W]  logic [W]
CTS                 0.00826            0.00723    0.00197
global route        0.00829            0.00753    0.00212
finish              0.00826            0.00690    0.00191
## sequential cells by signal, indices dropped and copies added, names as in the netlist
signal        count
alu_op_e          4
alu_src_a_e       2
alu_src_b_e       2
branch_e          1
byte_sel_e        1
imm_e            32
inst_e           32
mem_to_reg_e      1
mem_write_e       1
pc_plus_4_e      32
rd_e              5
reg_dest_e        2
reg_read_0_e     32
reg_read_1_e     32
reg_write_e       1
rs_e              5
rt_e              5
sign_sel_e        1
word_sel_e        1
## cells in the final DEF, fill, tap and decap left out, types with 2 or more instances in the layout
master	Yosys	routed
buf_12	0	9
buf_2	20	192
buf_4	0	36
bufinv_16	0	2
clkbuf_16	0	17
clkbuf_8	0	3
clkdlybuf4s50_1	0	192
clkinv_2	0	4
clkinv_4	0	2
dfrtp_1	192	191
dlygate4sd3_1	0	2
inv_6	0	3
nor2b_1	192	192
## cell type report
class                   instances  area [µm²]
well taps                     592         741
clock buffers                  20         457
fillers                      4752       33800
diodes                          1        2.50
flip-flops and latches        192        4810
clock inverters                12         131
repair buffers                433        3380
multi-input cells             192        1200
## synthesized netlist by cell type
master    instances
dfrtp_1         192
nor2b_1         192
buf_2            20
clkbuf_1          1
## layer usage
| metal | vias to the layer above | part of all wire, % | GRT usage [%] |
|---|---|---|---|
| li1 | 2081 | - | - |
| met1 | 2146 | 38 | 10.4 |
| met2 | 280 | 44 | 13.3 |
| met3 | 41 | 15 | 5.73 |
| met4 | 16 | 2.1 | 1.48 |
| met5 | - | 0.40 | 0 |
## through the flow
step | util [%] | TNS (ns) | power [W] | hold WS, ns | std cells
after global placement | 24.9 | -1.46 | 0.0108 | 0.0701 | 1407
after global routing | 24.1 | -45.49 | 0.0179 | -0.459 | 1441
after detailed placement | 24.9 | -1.32 | 0.0108 | 0.0698 | 1407
after CTS | 24.0 | -71.50 | 0.0175 | 0.0699 | 1440
final | 24.1 | -31.23 | 0.0171 | -0.428 | 1442
after floorplan | - | 0 | 0.00866 | -0.0956 | 405
## kinds of logic after synthesis
group	synth area share, %
simple gates	19.7
buf+inv	1.70
flops	78.6
## worst max-delay path by stage
stage / startpoint / end / slack [ns] / cells after the start
4_1_cts: rt_e[4] / rt_e[4] / -0.36 / 1
5_1_grt: rt_e[4] / rt_e[4] / -0.37 / 1
6_report: rt_e[4] / rt_e[4] / -0.30 / 1
## repair_timing
item | in CTS | in global routing
hold endpoints to repair | 116 | 112
gates resized | 625 | 0
setup endpoints to repair | 192 | 383
Power figures rest on the tool's default switching activity, not on a simulated workload.
