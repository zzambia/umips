### flow/run.sh
#!/bin/bash
# OpenROAD 26Q1-2900-gdf79404cd8, Yosys 0.63+post, stock flow scripts
make -C /OpenROAD-flow-scripts/flow DESIGN_CONFIG=/design/flow/config.mk WORK_HOME=/design/flow/orfs finish
### flow/config.mk
export PLATFORM = sky130hd
export DESIGN_NAME = umips_mmio
export DESIGN_NICKNAME = umips_mmio
export VERILOG_FILES = /design/flow/design.v
export SDC_FILE = /design/flow/constraint.sdc
export NUM_CORES = 4
export LEC_CHECK = 1
export CORE_AREA = 10 10 81 81
export DIE_AREA = 0 0 91 91
### flow/constraint.sdc
current_design umips_mmio

set clk_period 4.9
set clk_io_pct 0.2

create_clock -name clk0 -period $clk_period [get_ports {clk}]

set non_clock_inputs [all_inputs -no_clocks]
set_input_delay [expr $clk_period * $clk_io_pct] -clock clk0 $non_clock_inputs
set_output_delay [expr $clk_period * $clk_io_pct] -clock clk0 [all_outputs]
### flow/design.v
module umips_mmio (
    input  wire         clk,
    input  wire         we,
    input  wire [31:0]  wd,
    input  wire [31:0]  a0,        
	output wire         LCD_EN,
    output wire         LCD_RS,
    output wire         LCD_RW,
	output wire [7:0]   LCD_DATA,
    output wire [9:0]   LEDG
);  
    reg [31:0] mmio[31:0];
    integer i;	
    initial begin
        for(i=0; i<32; i=i+1)
			mmio[i] <=32'b0;
	end      
    always @(posedge clk) begin
        if (we) begin
            mmio[a0[6:2]] <= wd;
        end        
	end
    assign LEDG = mmio[0][9:0];
    assign {LCD_EN, LCD_RS, LCD_RW, LCD_DATA} = mmio[1][10:0];
endmodule
==> notes.md <==
The via count of the first global-routing pass is 438, and the die height is 91 um. The most congested layer reported by global routing is met2. The routed design could run at a clock period as short as 2244 ps. The number of endpoints with negative hold slack in the final report was 0. The number of storage elements in the synthesis netlist was 21. The floorplan report gives the top-level pin count as 87.

The registers reported with the highest flop counts are mmio x21. The count of clock tree sinks is 21. The critical path class was input pin to flip-flop.

The run gives 0 for the number of post-CTS setup repair buffers. The number of antenna diodes in the final layout is 0. Initial antenna violation count: 0. The largest individual stage delay along the critical path comes from the cell sky130_fd_sc_hd__or4_1.

TritonCTS created 3 clock buffers. According to the Yosys statistics, the synthesized design has a chip area of 660.6 um^2. Derived from the worst setup path, the maximum achievable clock frequency is 445.6 MHz. The synthesized design devotes to its leading area cell type 95.45% of total area. The tools report the chip area as 8281 um^2. According to the floorplan report, the die width is 91 um.

Setup repair after global routing left no endpoint under its margin. The run gives 1623 um for the sum of routed wire length over all layers. Synthesized instance count: 26. Post-route fraction of the period consumed by the critical path: 45.80%. For reference, the critical path cell chain is clkdlybuf4s50_1 > or4_1 > nor2_1 > buf_4.

The tools report the maximum level of the CTS H-tree as 1. The worst setup path is captured at a flip-flop. Buffers inserted to repair hold after CTS numbered 0. The final tally of setup violations is 0, and the required time at the endpoint of the critical path is 4850 ps.

Cell chosen for the clock root: sky130_fd_sc_hd__clkbuf_8. The script logs the ratio of routed vias to standard cells as 2.818. The static leakage is 0.3787 nW. The synthesis report lists the most area-consuming cells as sky130_fd_sc_hd__edfxtp_1 95%, sky130_fd_sc_hd__nand2b_1 1.9%, sky130_fd_sc_hd__or4_1 1.1%. The flow measured a signed area growth from synthesis to layout of 80.30%. Looking at the critical path, the highest net fanout was 10. For met2 alone, demand over resource in global routing was 6.921%. Looking at the worst setup and hold paths, the clock pins of their registers show a slew of 70 ps.

For this run, global-route usage on met3 was measured as 1.660%. For the pin with the worst max-slew slack, the measured transition is 181.4 ps. With the count of warnings emitted by yosys at 1, the remaining max-slew budget at the tightest pin is 87.80%.

In this run the maximum-capacitance check reported violations numbering 0. The run gives 13.71% as the initial standard-cell utilization of the core. Per the CTS log, the buffer count on the longest clock path is 2. The synthesized design spends more area on one cell type than any other, namely sky130_fd_sc_hd__edfxtp_1.

The final timing report gives a worst setup slack of 2656 ps. Logged for this run, the post-placement worst setup slack is 2372 ps. With the mean routed wirelength per cell at 11.85 um, the total standard cell area after synthesis is 660.6 um^2.

The run gives 272.1 nW/um^2 for the power density normalized to cell area. The top cell type in the final layout, fill and taps aside, is sky130_fd_sc_hd__clkdlybuf4s50_1. The first-pass GRT wire length was 2387 um. The layout summary lists the proportion of cells stronger than drive strength 1 as 8.571%. The total area inside the core boundary comes to 4817 um^2. The violation count after the first detailed-routing iteration is 2, and the total congestion overflow is 0. For the final-report max-slew violation count, the log shows 0.

mmio holds more flip-flops than any other register. The data arrival time of the critical path came out at 2200 ps. The number of warnings in the stage logs was 73. TritonCTS built the clock tree. The average instance area after synthesis was 25.41 um^2. For this run, the slowest stage of the critical path takes 510 ps. The flip-flop count of the largest register, all copies and words added was 21. Entering global routing, the biggest net connects 12 pins.

The maximum vdd drop is 0.07081 mV, and the post-detailed-route count of antenna-violating nets is 0. Count of instantiated cells in the yosys netlist: 26. The routability congestion estimate was 0.7011; the count of different cell masters after synthesis was 5.

The path class of the tightest hold or removal check is input pin to flip-flop. The first detailed-routing pass ran for 2 iterations. For this run, the total global-route usage over all layers was measured as 3.820%. Per Yosys stat, the portion of area used by sequential elements is 95.45%. Tracing the worst setup path back leads to its startpoint at a0[3]. The flow ran to the end, and the final reports show no timing, DRC or antenna violations. By instance count after routing, the leading logic cell types are 38 x sky130_fd_sc_hd__clkdlybuf4s50_1, 21 x sky130_fd_sc_hd__edfxtp_1, 3 x sky130_fd_sc_hd__clkbuf_8. The termination of the worst setup path is mmio[0][7].

The tools report the final routed DRC violation total as 0. The initialized floorplan defines 25 standard-cell rows. STA classifies the critical path startpoint as an input pin. The total negative setup slack was 0 ps.

The global routing report lists met1 layer usage as 4.126%. The routed layout has 386 vias. Post-CTS repair changed the size of 0 cells. The number of buffer cells added on primary ports was 38.
==> cell type report <==
class | count | area, um^2
clock buffers | 4 | 45.04
repair buffers | 40 | 395.4
multi-input cells | 5 | 36.28
fillers | 513 | 3626
well taps | 67 | 83.83
flip-flops and latches | 21 | 630.6
==> stage by stage <==
step | hold slack, ps | instances | total power [W] | cell area (um^2) | util [%]
after floorplan | 1079 | 26 | 0.0002050 | 660.6 | -
after global placement | 1545 | 133 | 0.0002239 | 1146 | 23.79
after detailed placement | 1542 | 133 | 0.0002245 | 1146 | 23.79
after CTS | 1278 | 137 | 0.0003294 | 1191 | 24.73
after global routing | 1267 | 137 | 0.0003392 | 1191 | 24.73
final | 1286 | 137 | 0.0003241 | 1191 | 24.73
==> metal layers <==
layer  vias up  routed length (um)
met1       174                 614
met2        20                 880
met3         0                 129
met4         0                   0
met5         -                   0
li1        192                   -
==> cells by family after synthesis <==
group | Yosys count | synth area share [%]
simple gates | 5 | 4.546
flops | 21 | 95.45
==> power by group <==
| group | internal [W] | switching (W) | leakage [nW] | total [W] |
|---|---|---|---|---|
| registers | 0.000200 | 0.000000433 | 0.189 | 0.000200 |
| logic | 0.0000155 | 0.00000456 | 0.167 | 0.0000201 |
| clock network | 0.0000576 | 0.0000463 | 0.0228 | 0.000104 |
| total | 0.000273 | 0.0000513 | 0.379 | 0.000324 |
==> synth_stat cells, drive strengths merged <==
cell / n
edfxtp: 21
nand2b: 2
nor2: 1
nor4: 1
or4: 1
==> worst min path at each step <==
stage / start / endpoint / cells after the start
final: wd[10] / mmio[1][10] / 1
after global routing: wd[10] / mmio[1][10] / 1
after CTS: wd[10] / mmio[1][10] / 1
==> critical path, delay by kind of cell <==
kind          cells  cell delay, ps
buf+inv           2             600
simple gates      2             610
Power figures rest on the tool's default switching activity, not on a simulated workload.
